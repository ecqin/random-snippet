### ./design.v
`timescale 1ns / 1ps
module strawman_tx_fsm (
  clk,
  o_flit,
  o_flit_valid,
  o_ready,  
  i_protocol_bus,
  i_valid
);
  parameter FIFO_DEPTH = 32;
  parameter LOG2_FIFO_DEPTH = 5;
  parameter DATA_LINE_WIDTH = 40;
  parameter CONTROL_LINE_WIDTH = 0;
  parameter WORD_SIZE = 32;
  parameter LOG2_NUM_STATES = 4;
  parameter [LOG2_NUM_STATES-1:0] 
	IDLE  = 4'b0000,
	WRITE_REQ_HEADER = 4'b0001,
	WRITE_REQ_EX_HEADER = 4'b0010,
	WRITE_REQ_BODY = 4'b0011,
	READ_REQ_HEADER = 4'b0100,
	READ_REQ_EX_HEADER = 4'b0101,
	READ_REQ_EX_BODY = 4'b0110,
	READ_RESP_HEADER = 4'b0111,
	READ_RESP_EX_HEADER = 4'b1000,
	READ_RESP_BODY = 4'b1001;
  input clk;
  output reg [DATA_LINE_WIDTH-1:0] o_flit;
  output reg o_flit_valid;
  output reg o_ready;
  input [1075:0] i_protocol_bus;
  input i_valid;
  wire w_mode;
  wire w_valid;
  wire [2:0] w_cmd;
  wire [2:0] w_length;
  wire [31:0] w_address;
  wire [1023:0] w_data;
  wire [5:0] w_tid;
  wire [5:0] w_did;
  assign w_mode = i_protocol_bus[0];
  assign w_valid = i_protocol_bus[1];
  assign w_cmd = i_protocol_bus[4:2];
  assign w_length = i_protocol_bus[7:5];
  assign w_address = i_protocol_bus[39:8];
  assign w_data = i_protocol_bus[1063:40];
  assign w_tid = i_protocol_bus[1069:1064];
  assign w_did = i_protocol_bus[1075:1070];
  reg [LOG2_NUM_STATES-1:0] current_state = 'b0;  
  reg [LOG2_NUM_STATES-1:0] next_state = 'b0;  
  reg [6:0] counter = 'b0;
  reg [5:0] cycles2hflit = 'b0;
  reg is_header_flit;
  reg toggle_fsm = 1'b0;
  wire [2:0] length2;
  assign length2 = w_length;  
  always @ (cycles2hflit) begin
    if (cycles2hflit == 'b0) begin
      is_header_flit = 1'b1;
    end else begin
      is_header_flit = 1'b0;
    end
  end
  always @(posedge clk) begin
    current_state <= next_state;
  end
  always @ (posedge clk) begin
    if ((current_state ==  WRITE_REQ_BODY) || (current_state ==  READ_RESP_BODY)) begin
      toggle_fsm <= ~toggle_fsm;
    end
  end
  always @(current_state, i_protocol_bus, counter, toggle_fsm) begin
    o_flit_valid = 1'b0;
    case (current_state)
      IDLE : begin
        counter = 'b0;
        o_flit_valid = 1'b0;
        o_flit = 'b0;
        cycles2hflit = 'b0;
        if ((i_valid == 1'b1) && (w_valid == 1'b1)) begin  
          o_ready = 1'b0;
        end else begin
          o_ready = 1'b1;
        end
        if ((i_valid == 1'b1) && (w_valid == 1'b1)) begin
	  if (w_mode == 1'b0) begin
            if (w_cmd == 3'b000) begin  
              next_state = READ_REQ_HEADER;
            end else if (w_cmd == 3'b001) begin  
              next_state = WRITE_REQ_HEADER;
            end else if (w_cmd == 3'b010) begin  
              next_state = READ_RESP_HEADER;
            end else begin
              next_state = IDLE;
            end
          end else begin
            if (w_cmd == 3'b000) begin  
              next_state = READ_REQ_EX_HEADER;
            end else if (w_cmd == 3'b001) begin  
              next_state = WRITE_REQ_EX_HEADER;
            end else if (w_cmd == 3'b010) begin  
              next_state = READ_RESP_EX_HEADER;
            end else begin
              next_state = IDLE;
            end
          end
        end else begin
          next_state = IDLE;
        end
      end
      WRITE_REQ_HEADER : begin
        counter = 'b0;
        o_ready = 1'b0;
        o_flit_valid = 1'b1;
        o_flit = {w_address, w_length, w_cmd, w_valid, w_mode};
        if (length2 == 3'b000) begin  
          cycles2hflit = 6'b1; 
        end else if (length2 == 3'b001) begin  
          cycles2hflit = 6'b10;
        end else if (length2 == 3'b010) begin  
          cycles2hflit = 6'b100;
        end else if (length2 == 3'b011) begin  
          cycles2hflit = 6'b1000;
        end else if (length2 == 3'b100) begin  
          cycles2hflit = 6'b10000;
        end else if (length2 == 3'b101) begin  
          cycles2hflit = 6'b100000;
        end
        next_state = WRITE_REQ_BODY;
      end
      WRITE_REQ_EX_HEADER : begin
        counter = 'b0;
        o_ready = 1'b0;
        o_flit_valid = 1'b1;
        o_flit = {w_did, w_tid, w_length, w_cmd, w_valid, w_mode};
        if (length2 == 3'b000) begin  
          cycles2hflit = 6'b1; 
        end else if (length2 == 3'b001) begin  
          cycles2hflit = 6'b10;
        end else if (length2 == 3'b010) begin  
          cycles2hflit = 6'b100;
        end else if (length2 == 3'b011) begin  
          cycles2hflit = 6'b1000;
        end else if (length2 == 3'b100) begin  
          cycles2hflit = 6'b10000;
        end else if (length2 == 3'b101) begin  
          cycles2hflit = 6'b100000;
        end
        next_state = WRITE_REQ_BODY;
      end
      WRITE_REQ_BODY : begin
        counter = counter + 1'b1;
        o_ready = 1'b0;
        o_flit_valid = 1'b1;
        if ((w_mode == 1'b1) && (counter == 1)) begin
          o_flit = {w_address};
          cycles2hflit = cycles2hflit + 1'b1;
        end else begin
          if (w_mode == 1'b0) begin
            o_flit = w_data[ (counter*32-1) -: 32];
          end else begin
            o_flit = w_data[ ((counter-1)*32-1) -: 32];
          end
        end
        if (counter == cycles2hflit) begin
          next_state = IDLE;
        end else begin
          next_state = WRITE_REQ_BODY;
        end
      end
      READ_REQ_HEADER : begin
        counter = 'b0;
        o_ready = 1'b0;
        o_flit_valid = 1'b1;
        o_flit = {w_address, w_length, w_cmd, w_valid, w_mode};
        next_state = IDLE;
      end
      READ_REQ_EX_HEADER : begin
        counter = 'b0;
        o_ready = 1'b0;
        o_flit_valid = 1'b1;
        o_flit = {w_did, w_tid, w_length, w_cmd, w_valid, w_mode};
        next_state = READ_REQ_EX_BODY;
      end
      READ_REQ_EX_BODY : begin
        counter = 'b0;
        o_ready = 1'b0;
        o_flit_valid = 1'b1;
        o_flit = {w_address};
        next_state = IDLE;
      end
      READ_RESP_HEADER : begin
        counter = 'b0;
        o_ready = 1'b0;
        o_flit_valid = 1'b1;
        o_flit = {w_data, w_length, w_cmd, w_valid, w_mode};
        if (length2 == 3'b000) begin  
          cycles2hflit = 6'b0; 
        end else if (length2 == 3'b001) begin  
          cycles2hflit = 6'b01;
        end else if (length2 == 3'b010) begin  
          cycles2hflit = 6'b011;
        end else if (length2 == 3'b011) begin  
          cycles2hflit = 6'b0111;
        end else if (length2 == 3'b100) begin  
          cycles2hflit = 6'b01111;
        end else if (length2 == 3'b101) begin  
          cycles2hflit = 6'b011111;
        end
        next_state = READ_RESP_BODY;
      end
      READ_RESP_EX_HEADER : begin
        counter = 'b0;
        o_ready = 1'b0;
        o_flit_valid = 1'b1;
        o_flit = {w_did, w_tid, w_length, w_cmd, w_valid, w_mode};
        if (length2 == 3'b000) begin  
          cycles2hflit = 6'b1; 
        end else if (length2 == 3'b001) begin  
          cycles2hflit = 6'b10;
        end else if (length2 == 3'b010) begin  
          cycles2hflit = 6'b100;
        end else if (length2 == 3'b011) begin  
          cycles2hflit = 6'b1000;
        end else if (length2 == 3'b100) begin  
          cycles2hflit = 6'b10000;
        end else if (length2 == 3'b101) begin  
          cycles2hflit = 6'b100000;
        end
        next_state = READ_RESP_BODY;
      end
      READ_RESP_BODY : begin
        counter = counter + 1'b1;
        o_ready = 1'b0;
        o_flit_valid = 1'b1;
        if (w_mode == 1'b0) begin
          o_flit = w_data[ ((counter+1)*32-1) -: 32];
        end else begin
          o_flit = w_data[ ((counter)*32-1) -: 32];
        end
        if (counter == cycles2hflit) begin
          next_state = IDLE;
        end else begin
          next_state = READ_RESP_BODY;
        end
      end
      default: begin
        next_state = IDLE;
      end
    endcase
  end
endmodule
### ./run.sh
#!/bin/bash
# OpenROAD 26Q1-2900-gdf79404cd8, Yosys 0.63+post, stock flow scripts
make -C /OpenROAD-flow-scripts/flow DESIGN_CONFIG=/design/flow/config.mk WORK_HOME=/design/flow/orfs finish
### ./config.mk
export PLATFORM = sky130hd
export DESIGN_NAME = strawman_tx_fsm
export DESIGN_NICKNAME = strawman_tx_fsm
export VERILOG_FILES = /design/flow/design.v
export SDC_FILE = /design/flow/constraint.sdc
export NUM_CORES = 4
export LEC_CHECK = 1
export CORE_AREA = 10 10 430 430
export DIE_AREA = 0 0 440 440
### ./constraint.sdc
current_design strawman_tx_fsm

set clk_period 5.0
set clk_io_pct 0.2

create_clock -name clk0 -period $clk_period [get_ports {clk}]

set non_clock_inputs [all_inputs -no_clocks]
set_input_delay [expr $clk_period * $clk_io_pct] -clock clk0 $non_clock_inputs
set_output_delay [expr $clk_period * $clk_io_pct] -clock clk0 [all_outputs]
==> run summary <==
status = completed
die area = 0.1936 mm^2
pre-CTS setup slack = 1.657 ns
Max rail drop VDD = 0.0001437 V
Post-CTS Setup Inserts = 0
fin cells = 6,749
Lkg Pwr = 14.97 nW
final wirelength = 317.9 mm
PwrDens = 70.35 mW/mm^2
CP arrival = 3.29 ns
# resized after CTS = 0
Gate Area = 0.02756 mm^2
CP Cell Sequence = buf_2 > buf_4 > nand3_1 > nor3_1 > a31oi_1 > or3_1 > nor4_1 > nor4_1 > a311o_1
fmax = 313.3 MHz
First DRT Iteration DRCs = 4,725
total number of yosys warnings = 21
Syn Inst Count = 3,426
CTS Buf Count = 3
Routed WL per cell = 47.10 um
relative slew slack = 28.01%
H-tree levels = 1
min setup slack post-route = 1.809 ns
Post-DP Area = 0.04399 mm^2
final setup fails = 0
overall routing resource usage = 32.20%
vias per cell = 6.013
endpoints left unconstrained = 95
final-report hold violation count = 0
root buf cell = clkbuf_16
CP most frequent cell = nor4_1
layout cell share with drive strength beyond 1 = 19.29%
Hold WC Path Type = reg -> reg
Clock Skew = 0.001698 ns
CTS tree = done
Synth Cell Area = 0.03001 mm^2
final RePlAce weighted congestion = 1.072
critical path type = in -> reg
Initial Util = 17.08%
Fillers = 18,930
slew of the pin with the lowest slew margin = 1.069 ns
Post-synth top flop = dlxtn_1
Die H = 440 um
hold wc startpoint = current_state[0]$_DFF_P_
placed cell count = 6,646
first-pass GRT wire length = 402.8 mm
Final period util = 63.83%
Ports = 1,120
Port Buf Inserts = 1,119
count of unclocked register or latch pins = 54
DIE WIDTH = 440 um
yosys stat area = 0.03001 mm^2
FF+latch area = 898.4 um^2
antenna violation net count after detailed routing = 0
Crit-path slowest cell = nor4_1
CP Launch Type = input port
minimum clock period = 3.191 ns
Worst Setup SP = i_protocol_bus[0]
Max-area cell share = 37.60%
Top area cell types = mux4_2, mux2i_1, nand2_1
hpwl dp = 266.5 mm
area leader, netlist = mux4_2
stage-log warning count = 40
Netlist cell types = 85
antenna violations before repair = 210
Clock Latency Late Sink = 0.22 ns
# Cells Yosys = 3,426
Area Overhead vs Synth = 47.66%
DRC = 0
Slew Limit Fails = 0
Max Cap Viol = 0
CORE AREA = 0.1757 mm^2
worst r2r src = current_state[0]$_DFF_P_
CP peak stage delay = 0.46 ns
ys async rst share = 0%
vias after detailed routing = 40,580
total negative slack = 0 ns
pin count of the biggest net entering global routing = 140
CP required = 5.10 ns
Rows = 154
crit end category = flop
Final Cell Area = 0.04431 mm^2
Post-synth EDFFs = 0
vias in the first global route = 38,500
RSZ-0062 raised after global routing = false
Synth Register Bits = 58
Fin Hold WS = 0.9327 ns
drt pass-1 iters = 9
clk buf depth = 2
total grt overflow = 0
CTS clock-pin slew for the worst setup and hold paths = 0.03 ns
worst-path fanout max = 33
syn_area_per_cell = 8.759 um^2
CTS Hold Buffers Added = 0
-- synthesized netlist by cell type (29+ instances only) --
library cell	number
o211ai_1	64
a221oi_1	31
buf_1	49
nor2b_1	37
clkbuf_1	170
a31oi_1	61
nand2_1	414
nand3_1	114
mux2_2	79
nor2_1	202
dlxtn_1	54
nor3_1	56
xnor2_1	31
a21oi_1	238
buf_2	174
o21ai_0	180
a311oi_1	29
mux4_2	501
a222oi_1	30
mux2i_1	276
a211oi_1	158
-- power breakdown --
group | internal [mW] | total, mW | switching (mW)
combinational | 1.47 | 2.67 | 1.20
clock | 0.102 | 0.124 | 0.0223
sequential | 0.158 | 0.320 | 0.163
total | 1.73 | 3.12 | 1.39
-- metrics by stage --
step / utilization (%) / total power [mW]
after floorplan: - / 1.294
after global placement: 25.03 / 2.938
after detailed placement: 25.03 / 2.915
after CTS: 25.07 / 3.055
after global routing: 25.17 / 3.272
final: 25.22 / 3.117
-- critical path, delay by kind of cell --
| family | cells | cell delay (ns) |
|---|---|---|
| compound gates | 2 | 0.35 |
| simple gates | 5 | 1.32 |
| buf+inv | 2 | 0.59 |
-- kinds of logic (layout without fill, tap and decap cells) --
logic type / after synthesis / count (layout) / synth area share, %
AOI/OAI and AO/OA: 1075 / 1075 / 24.54
xor gates and xnor gates: 53 / 53 / 1.997
adders and majority gates: 5 / 5 / 0.2085
buffers and inverters: 425 / 1308 / 6.279
DFF: 4 / 4 / 0.2668
latches: 54 / 54 / 2.702
muxes: 856 / 856 / 49.77
other: 0 / 100 / 0
and+or+nand+nor: 954 / 954 / 14.23
-- cells in the final DEF (no fill, tap or decap), types with 12 or more instances in the layout --
master	Yosys	routed
a2111oi_0	17	15
a211o_1	12	12
a211oi_1	158	158
a21oi_1	238	237
a221o_1	14	14
a221oi_1	31	31
a222oi_1	30	30
a22oi_1	24	24
a311oi_1	29	29
a31oi_1	61	60
a32oi_1	14	14
and2_1	22	22
and3_1	20	20
buf_4	19	169
clkdlybuf4s50_1	0	1118
diode_2	0	100
dlxtn_1	54	52
mux2_2	79	79
mux2i_1	276	276
mux4_2	501	501
nand2_1	414	411
nand2b_1	12	12
nand3_1	114	114
nand4_1	17	17
nor2_1	202	197
nor2b_1	37	35
nor3_1	56	52
nor4_1	15	14
o211ai_1	64	64
o21ai_0	180	180
o221ai_1	27	27
o22ai_1	28	28
or3_1	14	14
xnor2_1	31	17
xnor2_2	4	16
-- state kept, by name, summed over array words and instances (netlist names) --
name           cells
current_state      4
o_ready            1
cycles2hflit       6
o_flit            40
counter            7
-- path summary, 6_finish.rpt --
check        cells after the start  slack (ns)                        to
max                              9        1.81  current_state[0]$_DFF_P_
min reg2reg                      3        0.93  current_state[2]$_DFF_P_
max reg2reg                      5        2.55  current_state[0]$_DFF_P_
min                              3        0.93  current_state[2]$_DFF_P_
-- metal layers --
metal  GRT usage, %  routed length (um)
met5         0.7194                 889
met4          18.57               23140
met3          15.68               40840
met2          46.42              136600
met1          39.02              116400
-- layout make-up --
class	instances	share of cell area, %
diodes	100	0.5647
multi-input cells	2943	62.20
repair buffers	1292	28.31
flip-flops and latches	58	2.027
well taps	2340	6.607
inverters	13	0.1242
clock buffers	3	0.1694
Power is estimated from default activity; no workload was simulated.
