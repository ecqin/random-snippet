--- ./run.sh ---
#!/bin/bash
# OpenROAD 26Q1-2900-gdf79404cd8, Yosys 0.63+post, stock flow scripts
make -C /OpenROAD-flow-scripts/flow DESIGN_CONFIG=/design/flow/config.mk WORK_HOME=/design/flow/orfs finish
--- ./constraint.sdc ---
current_design strawman_rx_fsm

set clk_period 6.1
set clk_io_pct 0.2

create_clock -name clk0 -period $clk_period [get_ports {clk}]

set non_clock_inputs [all_inputs -no_clocks]
set_input_delay [expr $clk_period * $clk_io_pct] -clock clk0 $non_clock_inputs
set_output_delay [expr $clk_period * $clk_io_pct] -clock clk0 [all_outputs]
--- ./config.mk ---
export PLATFORM = sky130hd
export DESIGN_NAME = strawman_rx_fsm
export DESIGN_NICKNAME = strawman_rx_fsm
export VERILOG_FILES = /design/flow/design.v
export SDC_FILE = /design/flow/constraint.sdc
export NUM_CORES = 4
export LEC_CHECK = 1
export CORE_UTILIZATION = 30
--- ./design.v ---
`timescale 1ns / 1ps
module strawman_rx_fsm (
  clk,
  i_flit,
  i_slave_rx_ready,  
  o_slave_rx_ren,
  o_address_valid,
  o_data_valid,
  o_data,
  o_address,
  o_cmd,
  o_cmd_valid,
  o_tid,
  o_tid_valid,
  o_did,
  o_did_valid,
  o_length,
  o_length_valid
);
  parameter FIFO_DEPTH = 32;
  parameter LOG2_FIFO_DEPTH = 5;
  parameter DATA_LINE_WIDTH = 40;
  parameter CONTROL_LINE_WIDTH = 0;
  parameter WORD_SIZE = 32;
  parameter LOG2_NUM_STATES = 4;
  parameter [LOG2_NUM_STATES-1:0] 
	IDLE  = 4'b0000,
	WRITE_REQ_HEADER = 4'b0001,
	WRITE_REQ_EX_HEADER = 4'b0010,
	WRITE_REQ_BODY = 4'b0011,
	READ_REQ_HEADER = 4'b0100,
	READ_REQ_EX_HEADER = 4'b0101,
	READ_REQ_EX_BODY = 4'b0110,
	READ_RESP_HEADER = 4'b0111,
	READ_RESP_EX_HEADER = 4'b1000,
	READ_RESP_BODY = 4'b1001;
  input clk;
  input [DATA_LINE_WIDTH-1:0] i_flit;
  input i_slave_rx_ready;
  output reg o_address_valid;
  output reg o_data_valid;
  output reg o_slave_rx_ren;
  output reg [WORD_SIZE-1:0] o_data;
  output reg [WORD_SIZE-1:0] o_address;
  output reg [2:0] o_cmd;
  output reg o_cmd_valid;
  output reg [5:0] o_tid;
  output reg o_tid_valid;
  output reg [5:0] o_did;
  output reg o_did_valid;
  output reg [2:0] o_length;
  output reg o_length_valid;
  reg [LOG2_NUM_STATES-1:0] current_state = 'b0;  
  reg [LOG2_NUM_STATES-1:0] next_state = 'b0;  
  reg [7:0] counter = 'b0;
  reg [5:0] cycles2hflit = 'b0;
  reg is_header_flit;
  reg protocol_select;
  wire valid_packet;
  wire [3:0] cmd_value;
  wire [3:0] length;
  reg [DATA_LINE_WIDTH-1:0] i_flit2, i_flit3;
  wire protocol_select2;
  wire valid_packet2;
  wire [3:0] cmd_value2;
  wire [3:0] length2;
  reg toggle_fsm = 1'b0;
  reg w_mode;
  assign valid_packet = i_flit[1];
  assign cmd_value = i_flit[4:2];
  assign length = i_flit[7:5];
  assign protocol_select2 = i_flit2[0];
  assign valid_packet2 = i_flit2[1];
  assign cmd_value2 = i_flit2[4:2];
  assign length2 = i_flit2[7:5];
  always @ (cycles2hflit) begin
    if (cycles2hflit == 'b0) begin
      is_header_flit = 1'b1;
    end else begin
      is_header_flit = 1'b0;
    end
  end
  always @(posedge clk) begin
    current_state <= next_state;
  end
  always @ (posedge clk) begin
    i_flit2 <= i_flit;
    i_flit3 <= i_flit2;
  end
  always @ (posedge clk) begin
    if ((current_state ==  WRITE_REQ_BODY) || (current_state ==  READ_RESP_BODY)) begin
      counter <= counter + 1'b1;
      toggle_fsm <= ~toggle_fsm;
    end else begin
      counter <= 'b0;
    end
  end
  always @(current_state, i_flit, counter, i_flit2) begin  
    o_address_valid = 1'b0;
    o_data_valid = 1'b0;
    o_cmd_valid = 1'b0;
    o_tid_valid = 1'b0;
    o_did_valid = 1'b0;
    o_length_valid = 1'b0;
    case (current_state)
      IDLE : begin
        o_slave_rx_ren = 1'b1;
        o_address_valid = 1'b0;
        o_data_valid = 1'b0;
        o_cmd_valid = 1'b0;
        o_tid_valid = 1'b0;
        o_did_valid = 1'b0;
        cycles2hflit = 'b0;
        protocol_select = i_flit[0];
        if (valid_packet == 1'b1) begin
	  if (protocol_select == 1'b0) begin
            if (cmd_value == 3'b000) begin  
              w_mode = 1'b0;
              next_state = READ_REQ_HEADER;
            end else if (cmd_value == 3'b001) begin  
              w_mode = 1'b0;
              next_state = WRITE_REQ_HEADER;
            end else if (cmd_value == 3'b010) begin  
              w_mode = 1'b0;
              next_state = READ_RESP_HEADER;
            end else begin
              next_state = IDLE;
            end
          end else begin
            if (cmd_value == 3'b000) begin  
              w_mode = 1'b1;
              next_state = READ_REQ_EX_HEADER;
            end else if (cmd_value == 3'b001) begin  
              w_mode = 1'b1;
              next_state = WRITE_REQ_EX_HEADER;
            end else if (cmd_value == 3'b010) begin  
              w_mode = 1'b1;
              next_state = READ_RESP_EX_HEADER;
            end else begin
              next_state = IDLE;
            end
          end
        end else begin
          next_state = IDLE;
        end
      end
      WRITE_REQ_HEADER : begin
        o_slave_rx_ren = 1'b1;
        o_data_valid = 1'b0;
        o_address_valid = 1'b1;
        o_address = i_flit2[39:8];
        o_cmd_valid = 1'b1;
        o_cmd = i_flit2[4:2];
        if (length2 == 3'b000) begin  
          cycles2hflit = 6'b1; 
        end else if (length2 == 3'b001) begin  
          cycles2hflit = 6'b10;
        end else if (length2 == 3'b010) begin  
          cycles2hflit = 6'b100;
        end else if (length2 == 3'b011) begin  
          cycles2hflit = 6'b1000;
        end else if (length2 == 3'b100) begin  
          cycles2hflit = 6'b10000;
        end else if (length2 == 3'b101) begin  
          cycles2hflit = 6'b100000;
        end
        next_state = WRITE_REQ_BODY;
      end
      WRITE_REQ_EX_HEADER : begin
        o_slave_rx_ren = 1'b1;
        o_data_valid = 1'b0;
        o_address_valid = 1'b1;
        o_address = i_flit[31:0];
        o_cmd_valid = 1'b1;
        o_cmd = i_flit2[4:2];
        o_tid_valid = 1'b1;
        o_tid = i_flit2[13:8];
        o_did_valid = 1'b1;
        o_did = i_flit2[19:14];
        if (length2 == 3'b000) begin  
          cycles2hflit = 6'b1; 
        end else if (length2 == 3'b001) begin  
          cycles2hflit = 6'b10;
        end else if (length2 == 3'b010) begin  
          cycles2hflit = 6'b100;
        end else if (length2 == 3'b011) begin  
          cycles2hflit = 6'b1000;
        end else if (length2 == 3'b100) begin  
          cycles2hflit = 6'b10000;
        end else if (length2 == 3'b101) begin  
          cycles2hflit = 6'b100000;
        end
        next_state = WRITE_REQ_BODY;
      end
      WRITE_REQ_BODY : begin
        o_slave_rx_ren = 1'b1;
        o_address_valid = 1'b0;
        o_cmd_valid = 1'b0;
        o_data_valid = 1'b1;
        if (w_mode == 1'b1) begin
          o_data = i_flit[31:0];
        end else begin
          o_data = i_flit2[31:0];
        end
        if ((counter+1) >= cycles2hflit) begin
          next_state = IDLE;
        end else begin
          next_state = WRITE_REQ_BODY;
        end
      end
      READ_REQ_HEADER : begin
        o_slave_rx_ren = 1'b0;
        o_data_valid = 1'b0;
        o_address_valid = 1'b1;
        o_address = i_flit2[39:8];
        o_length = i_flit2[7:5];
        o_length_valid = 1'b1;
        o_cmd_valid = 1'b1;
        o_cmd = i_flit2[4:2];
        next_state = IDLE;
      end
      READ_REQ_EX_HEADER : begin
        o_slave_rx_ren = 1'b1;
        o_data_valid = 1'b0;
        o_length = i_flit2[7:5];
        o_length_valid = 1'b1;
        o_tid_valid = 1'b1;
        o_tid = i_flit2[13:8];
        o_did_valid = 1'b1;
        o_did = i_flit2[19:14];
        o_cmd_valid = 1'b1;
        o_cmd = i_flit2[4:2];
        o_address_valid = 1'b1;
        o_address = i_flit[31:0];
        next_state = IDLE;
      end
      READ_RESP_HEADER : begin
        o_slave_rx_ren = 1'b0;
        o_data_valid = 1'b1;
        o_address_valid = 1'b0;
        o_data = i_flit2[39:8];
        o_cmd_valid = 1'b1;
        o_cmd = i_flit2[4:2];
        if (length2 == 3'b000) begin  
          cycles2hflit = 6'b0; 
        end else if (length2 == 3'b001) begin  
          cycles2hflit = 6'b01;
        end else if (length2 == 3'b010) begin  
          cycles2hflit = 6'b011;
        end else if (length2 == 3'b011) begin  
          cycles2hflit = 6'b0111;
        end else if (length2 == 3'b100) begin  
          cycles2hflit = 6'b01111;
        end else if (length2 == 3'b101) begin  
          cycles2hflit = 6'b011111;
        end
        next_state = READ_RESP_BODY;
      end
      READ_RESP_EX_HEADER : begin
        o_slave_rx_ren = 1'b1;
        o_address_valid = 1'b0;
        o_data_valid = 1'b1;
        o_data = i_flit[31:0];
        o_cmd_valid = 1'b1;
        o_cmd = i_flit2[4:2];
        o_tid_valid = 1'b1;
        o_tid = i_flit2[13:8];
        o_did_valid = 1'b1;
        o_did = i_flit2[19:14];
        if (length2 == 3'b000) begin  
          cycles2hflit = 6'b1; 
        end else if (length2 == 3'b001) begin  
          cycles2hflit = 6'b10;
        end else if (length2 == 3'b010) begin  
          cycles2hflit = 6'b100;
        end else if (length2 == 3'b011) begin  
          cycles2hflit = 6'b1000;
        end else if (length2 == 3'b100) begin  
          cycles2hflit = 6'b10000;
        end else if (length2 == 3'b101) begin  
          cycles2hflit = 6'b100000;
        end
        next_state = READ_RESP_BODY;
      end
      READ_RESP_BODY : begin
        o_slave_rx_ren = 1'b1;
        o_address_valid = 1'b0;
        o_cmd_valid = 1'b0;
        o_data_valid = 1'b1;
        if (w_mode == 1'b0) begin
          if ((counter + 1'b1) == cycles2hflit) begin
            next_state = IDLE;
          end else begin
            next_state = READ_RESP_BODY;
          end
        end else begin
          if ((counter + 2'b10) == cycles2hflit) begin
            next_state = IDLE;
          end else begin
            next_state = READ_RESP_BODY;
          end
        end
        if (w_mode == 1'b1) begin
          o_data = i_flit[31:0];
        end else begin
          o_data = i_flit2[31:0];
        end
      end
      default: begin
        next_state = IDLE;
      end
    endcase
  end
endmodule
==> results_slide.txt <==
Implementation Results

Run status
  • Status: finished, final reports clean

Drt
  • Initial DRC count: 288
  • DR vias: 3416
  • Routed Antenna Nets: 0
  • Via/cell ratio: 4.75
  • Residual DRC: 0
  • Wire per inst: 16.5 um
  • Routed Wire Length: around 12000 um
  • Antenna Cells: 0
  • Total iterations of the first detailed-routing run: 21

Logic synthesis
  • Count leader, synth: dlxtn_1
  • Post-synthesis cell count: 420
  • Biggest area cells: dlxtn_1, dfxtp_1, mux2_4
  • Top cell type by total area after synthesis: dlxtn_1
  • Post-synth top flop: dlxtn_1
  • Yosys reg bits: roughly 140
  • Mapped Area: roughly 4600 um2
  • Post-synth EDFFs: 0
  • Post-synth top cells: dlxtn_1, dfxtp_1, inv_1, a222oi_1, mux2_4
  • Synth warnings: 1
  • Chip Area, Yosys: about 4600 um2
  • Netlist cell types: roughly 50
  • Ys async rst share: 0%
  • # Cells Yosys: 420
  • Largest type area fraction: between 20% and 30%
  • Post-Syn Area per Cell: ~11 um2

Power and ir drop
  • PwrDens: 380 nW/um2
  • Int Pwr: 1.59 mW
  • Leak Pwr: approximately 2.7 nW
  • Gate power share: 44.2%
  • Worst VDD drop: 0.000248 V
  • Sequential Power Share: 41.0%
  • Pwr Total: 2.31 mW
  • Sw Ratio: a little under a third
  • Sw Pwr: 718 uW
  • Clock power frac: around 15%

Finish
  • Syn-to-layout area delta: 32.8%
  • Share of layout cells above drive strength 1: between 10% and 20%
  • Design area: 6070 um2

Floorplan
  • Die Y: 125 um
  • IO Count: around 130
  • # rows: about 44
  • Core area: between 10000 and 15000 um2
  • Die W: 125 um
  • Die ar.: 15700 um2
  • Initial Util: a little under a third

Clocking
  • Cts repair resizes: 0
  • Hold-fix buffers, CTS: 0
  • Clock transition at path regs: 0.07 ns
  • Later-pin clock latency in the skew report: 0.29 ns
  • Clock Tree Buf Depth: 2
  • CTS H-tree depth: 2
  • CTS root buf: clkbuf_16
  • Post-CTS Setup Inserts: 0
  • CTS tree: yes
  • CTS Buf Count: 5

Global routing
  • Largest net degree at the start of global routing: 40
  • Vias in the first global route: 3339
  • Gr usage total: between 10% and 20%
  • Antenna violations before repair: 0
  • Global route overflow: 0
  • First-pass GRT wire length: 18700 um

STA
  • Post-layout worst setup margin: 2.62 ns
  • Highest clock rate: around 290 MHz
  • Register pins left without a clock: roughly 90
  • Setup TNS: 0 ns
  • Worst-Margin Slew: 0.852 ns
  • Headroom to the max-slew limit: 43.2%
  • Endpoints left unconstrained: 173
  • Fin crit share: 57.0%
  • Final slew viol count: 0
  • Final Hold Fails: 0
  • RSZ-0062 raised after global routing: false
  • Final setup vio count: 0
  • Layout Skew: 0.00253 ns
  • Fin crit period: 3.48 ns

Flow run
  • Tool Warnings: 26
  • Maxcap violations: 0

Placed design
  • Port buffer count: 129
  • Dpl hpwl: between 8000 and 9000 um
  • Worst slack, placed: 2.92 ns
  • RD Place Congestion: 0.787
  • Area after DPL: 5890 um2

Worst setup path
  • Worst EP arrival: about 2.3 ns
  • Startpoint types: register
  • Req. time, crit path: 4.88 ns
  • Kind of end point of the critical path: primary output
  • CP max FO: 20
  • Worst setup path class: register to primary output

Hold path
  • Worst min-delay path class: register to register
flip-flops by register name (all words and copies together) (netlist names):
signal          count
counter             8
current_state       4
cycles2hflit        6
i_flit2            40
o_address          32
o_cmd               3
o_data             32
o_did               6
o_length            3
o_slave_rx_ren      1
o_tid               6
w_mode              1
per-layer routing:
metal  vias up  share of wire [%]  GRT usage, %
met4         0                1.2          1.79
met3        10                 11          5.58
li1       1683                  -             -
met2       118                 42          23.0
met1      1605                 46          22.8
met5         -                  0             0
through the flow:
step           instances  utilization (%)  hold slack [ns]
6_report             719             41.3            0.525
5_1_grt              719             41.3            0.565
4_1_cts              719             41.3            0.526
3_5_place_dp         711             40.1            0.507
3_3_place_gp         711             40.1            0.506
2_1_floorplan        420                -            0.456
logic make-up (layout without fill, tap and decap cells):
group | after synthesis | after routing | share of synthesized area, %
XOR/XNOR | 20 | 20 | 3.83
flip-flops | 52 | 52 | 22.8
AND-OR/OR-AND | 69 | 69 | 12.3
AND/OR/NAND/NOR | 74 | 74 | 9.59
multiplexers | 33 | 33 | 10.6
latches | 90 | 90 | 29.6
buffers and inverters | 74 | 189 | 9.15
adder cells (fa/ha/maj) | 8 | 8 | 2.19
worst max-delay path: stages (launching register included):
cell	delay, ns
dfxtp_1	0.82
nand2_1	0.18
o21ai_0	0.13
o21ai_1	0.08
buf_4	0.21
inv_1	0.08
clkdlybuf4s50_1	0.46
layout by cell type, fill, tap and decap left out, types with 3 or more instances in the layout:
cell type	count
dfxtp_1	52
a21oi_1	6
inv_1	47
mux2_4	30
nor2b_1	7
o31ai_1	4
a222oi_1	32
o21ai_0	10
clkbuf_16	5
nor2_1	16
nand3_1	11
xor2_1	7
dlxtn_1	90
xnor2_1	13
nand2_1	14
clkdlybuf4s50_1	129
o21ai_1	4
buf_4	5
nand4_1	3
ha_1	8
power by group through the flow:
stage / Sequential (mW) / Clock (mW) / Combinational, mW
after CTS: 0.948 / 0.354 / 1.03
after global routing: 0.971 / 0.367 / 1.12
final: 0.946 / 0.342 / 1.02
path summary, 6_finish.rpt:
path,from,endpoint,slack (ns),cells past startpoint
max,current_state[3],o_did_valid,2.62,6
min,counter[0],counter[0],0.52,1
max reg2reg,counter[1],current_state[0],3.91,9
min reg2reg,counter[0],counter[0],0.52,1
cell type report:
cell class | instances | area (um2)
Fill cell | 1335 | 8630
Sequential cell | 142 | 2390
Multi-Input combinational cell | 204 | 1760
Timing Repair Buffer | 134 | 1330
Tap cell | 184 | 230
Inverter | 47 | 176
Clock buffer | 6 | 139
Clock inverter | 2 | 38.8
No activity file was given, so power comes from the tool's default toggle rates.
