==> flow/design.v <==
`timescale 1ns / 1ps
module fifo (
  clk,
  i_read_packet_en,
  i_write_packet_en,
  i_write_packet,
  o_read_packet,
  o_empty_flag,
  o_full_flag
);
  parameter FIFO_DEPTH = 32;
  parameter LOG2_FIFO_DEPTH = 5;
  parameter DATA_LINE_WIDTH = 40;
  parameter CONTROL_LINE_WIDTH = 0;
  input clk;
  input i_read_packet_en;
  input i_write_packet_en;
  input [DATA_LINE_WIDTH+CONTROL_LINE_WIDTH-1:0] i_write_packet;
  output reg [DATA_LINE_WIDTH+CONTROL_LINE_WIDTH-1:0] o_read_packet;
  output o_empty_flag;
  output o_full_flag;
  reg [(DATA_LINE_WIDTH+CONTROL_LINE_WIDTH-1):0] FIFO [0:(FIFO_DEPTH-1)];
  reg [FIFO_DEPTH-1:0] FIFOvalid = 'd0;
  reg [LOG2_FIFO_DEPTH-1:0] head_pointer = 'd0;
  reg [LOG2_FIFO_DEPTH-1:0] tail_pointer = 'd0;
  always @ (posedge clk) begin
    if ( (i_write_packet_en == 1'b1) && (FIFOvalid[tail_pointer] == 1'b0) ) begin
      FIFO[tail_pointer] = i_write_packet;
      FIFOvalid[tail_pointer] = 1'b1;
      if (tail_pointer < (FIFO_DEPTH-1)) begin
        tail_pointer = tail_pointer + 1'b1;
      end else begin
        tail_pointer = 'd0;
      end
    end
    if ( (i_read_packet_en == 1'b1) && (FIFOvalid[head_pointer] == 1'b1) ) begin
        o_read_packet = FIFO[head_pointer];
      FIFOvalid[head_pointer] = 1'b0;
      if (head_pointer < (FIFO_DEPTH-1)) begin
        head_pointer = head_pointer + 1'b1;
      end else begin
        head_pointer = 'd0;
      end
    end else begin
      o_read_packet = 'b0;  
    end
  end
  assign o_empty_flag = !FIFOvalid[head_pointer];
  assign o_full_flag = FIFOvalid[tail_pointer];
endmodule
`timescale 1ns / 1ps
module fifos_interface (
  clk,
  i_mc_sreq_inbits,
  i_mc_sreq_wen,
  o_mc_sreq_fifo_empty,
  o_mc_sreq_fifo_full,
  i_sc_rreq_ren,
  o_sc_rreq_outbits,
  i_sc_sresp_inbits,
  i_sc_sresp_wen,
  o_sc_sresp_fifo_empty,
  o_sc_sresp_fifo_full,
  i_mc_rresp_ren,
  o_mc_rresp_outbits,
  o_credits_m2s,
  o_credits_s2m
);
  parameter FIFO_DEPTH = 32;
  parameter LOG2_FIFO_DEPTH = 5;
  parameter DATA_LINE_WIDTH = 40;
  parameter CONTROL_LINE_WIDTH = 0;
  input clk;
  input [DATA_LINE_WIDTH+CONTROL_LINE_WIDTH-1:0] i_mc_sreq_inbits;  
  input i_mc_sreq_wen;  
  output o_mc_sreq_fifo_empty;  
  output o_mc_sreq_fifo_full;  
  wire [DATA_LINE_WIDTH+CONTROL_LINE_WIDTH-1:0] w_req_bus;  
  input i_sc_rreq_ren;
  output [DATA_LINE_WIDTH+CONTROL_LINE_WIDTH-1:0] o_sc_rreq_outbits;
  wire w_sc_rreq_fifo_empty;
  wire w_sc_rreq_fifo_full;
  input [DATA_LINE_WIDTH+CONTROL_LINE_WIDTH-1:0] i_sc_sresp_inbits;
  input i_sc_sresp_wen;
  output o_sc_sresp_fifo_empty;
  output o_sc_sresp_fifo_full;
  wire [DATA_LINE_WIDTH+CONTROL_LINE_WIDTH-1:0] w_resp_bus;  
  input i_mc_rresp_ren;
  output [DATA_LINE_WIDTH+CONTROL_LINE_WIDTH-1:0] o_mc_rresp_outbits;
  wire w_mc_rresp_fifo_empty;
  wire w_mc_rresp_fifo_full;
  output wire [LOG2_FIFO_DEPTH:0] o_credits_m2s;
  output wire [LOG2_FIFO_DEPTH:0] o_credits_s2m;
  reg [LOG2_FIFO_DEPTH:0] credits_m2s = FIFO_DEPTH;
  reg [LOG2_FIFO_DEPTH:0] credits_s2m = FIFO_DEPTH;
  fifo M_fifo_sreq (
    .clk(clk),
    .i_read_packet_en(!w_sc_rreq_fifo_full),
    .i_write_packet_en(i_mc_sreq_wen),
    .i_write_packet(i_mc_sreq_inbits),
    .o_read_packet(w_req_bus),
    .o_empty_flag(o_mc_data_sr_empty),
    .o_full_flag(o_mc_data_sr_full)
  );
  fifo S_fifo_rreq (
    .clk(clk),
    .i_read_packet_en(i_sc_rreq_ren),
    .i_write_packet_en(!w_sc_rreq_fifo_full),
    .i_write_packet(w_req_bus),
    .o_read_packet(o_sc_rreq_outbits),
    .o_empty_flag(w_sc_rreq_fifo_empty),
    .o_full_flag(w_sc_rreq_fifo_full)
  );
  fifo S_fifo_sresp (
    .clk(clk),
    .i_read_packet_en(!w_mc_rresp_fifo_full),
    .i_write_packet_en(i_sc_sresp_wen),
    .i_write_packet(i_sc_sresp_inbits),
    .o_read_packet(w_resp_bus),
    .o_empty_flag(o_sc_sresp_fifo_empty),
    .o_full_flag(o_sc_sresp_fifo_full)
  );
  fifo M_fifo_rresp (
    .clk(clk),
    .i_read_packet_en(i_mc_rresp_ren),
    .i_write_packet_en(!w_mc_rresp_fifo_full),
    .i_write_packet(w_resp_bus),
    .o_read_packet(o_mc_rresp_outbits),
    .o_empty_flag(w_mc_rresp_fifo_empty),
    .o_full_flag(w_mc_rresp_fifo_full)
  );
  always @ (posedge clk) begin
    if ((i_sc_rreq_ren) && (!w_sc_rreq_fifo_full)) begin
      credits_m2s <= credits_m2s;
    end else if ((i_sc_rreq_ren) && (credits_m2s < FIFO_DEPTH)) begin  
      credits_m2s <= credits_m2s + 1'b1;
    end else if ((!w_sc_rreq_fifo_full) && (credits_m2s < FIFO_DEPTH)) begin  
      credits_m2s <= credits_m2s - 1'b1;
    end
    if ((i_mc_rresp_ren) && (!w_mc_rresp_fifo_full)) begin
      credits_s2m <= credits_s2m;
    end else if ((i_mc_rresp_ren) && (credits_m2s < FIFO_DEPTH)) begin  
      credits_s2m <= credits_s2m + 1'b1;
    end else if ((!w_mc_rresp_fifo_full) && (credits_m2s < FIFO_DEPTH)) begin  
      credits_s2m <= credits_s2m - 1'b1;
    end
  end 
  assign o_credits_s2m = credits_s2m;
  assign o_credits_m2s = credits_m2s;
endmodule
==> flow/run.sh <==
#!/bin/bash
# OpenROAD 26Q1-2900-gdf79404cd8, Yosys 0.63+post, stock flow scripts
make -C /OpenROAD-flow-scripts/flow DESIGN_CONFIG=/design/flow/config.mk WORK_HOME=/design/flow/orfs finish
==> flow/config.mk <==
export PLATFORM = sky130hd
export DESIGN_NAME = fifos_interface
export DESIGN_NICKNAME = fifos_interface
export VERILOG_FILES = /design/flow/design.v
export SDC_FILE = /design/flow/constraint.sdc
export NUM_CORES = 4
export LEC_CHECK = 1
export CORE_UTILIZATION = 50
==> flow/constraint.sdc <==
current_design fifos_interface

set clk_period 17.5
set clk_io_pct 0.2

create_clock -name clk0 -period $clk_period [get_ports {clk}]

set non_clock_inputs [all_inputs -no_clocks]
set_input_delay [expr $clk_period * $clk_io_pct] -clock clk0 $non_clock_inputs
set_output_delay [expr $clk_period * $clk_io_pct] -clock clk0 [all_outputs]
==> run summary <==
Implementation results

In this run the critical path is formed by buf_4 -> mux4_2 -> a22o_1 -> nor4b_4 -> or2_4 -> inv_4 -> clkdlybuf4s50_1. Looking at the worst setup and hold paths, the clock pins of their registers show a slew of 0.06 ns. The synthesized design contains 52 enable-type register cells.

The number of warnings in the stage logs is 66. The count of cells along the worst register-to-register path is 13. Cells fill 56.6% of the core in the end. Across every metal layer, demand over resource in global routing totals 36.3%. The first global-routing pass estimated 1130 mm of wire. The path category of the worst min-delay check is flip-flop to flip-flop.

Max-slew check failures listed in the final report amount to 0. The flow ran to the end, and the final reports show no timing, DRC or antenna violations. In the routed layout, each cell is associated on average with a via count of 6.34.

The setup check on the worst reg-to-reg path leaves a slack of 10.38 ns. According to the floorplan report, the die height is 669 um. STA classifies the critical path startpoint as a flip-flop. The type of the worst setup path is flip-flop to primary output.

The number of buffers between clock root and the deepest sink is 4. The root buffer selected by CTS is sky130_fd_sc_hd__clkbuf_16. For this run, design rule violations remaining after detail routing come to 0. The pin count of the biggest net entering global routing is 81. The initial antenna violation count is 34. The AND-OR/OR-AND share of the synthesized area is 12.6%. The chip occupies 447,000 um2. Adding up every negative setup slack in the final design gives 0 ns. The fraction of registers with async set/reset is 0%. Before CTS, the worst setup slack after placement is 8.80 ns. STA classifies the critical path endpoint as a primary output.

The synthesis report lists the Yosys warning total as 7. Setup repair after global routing left no endpoint under its margin. The aggregate routed wire length is 791 mm. The first detailed-routing pass ran for 7 iterations. After synthesis, the largest family of logic cells by area is multiplexers. The latest clock arrival within the worst-skew pair is 1.09 ns.

Gates resized during post-CTS repair numbered 0. The endpoint of the most critical register-to-register path is S_fifo_rreq.o_read_packet[38]$_SDFF_PP0_. The adder and majority gate portion of the synthesized area is 0.418%.

Input and output buffers added on the ports amount to 178. The distinct cell type count of the synthesized netlist is 110.

The launch instance of the worst register-to-register path is S_fifo_rreq.tail_pointer[1]$_SDFFCE_PP0N_. The fraction of layout instances using a drive strength above 1 is 35.5%. The final timing report derives a shortest allowable period of 7.91 ns. CTS saw 5,460 sinks. The number of hold buffers added after CTS was 0. The slowest cell on the critical path is sky130_fd_sc_hd__mux4_2. The timing-limited maximum frequency is 126 MHz. Before placement the cells fill 50.2% of the core. Per the CTS log, the maximum H-tree level is 6. Together, buffers and inverters on the worst path number 3. The cell total in the yosys stat output is 19,500.

The path with the worst hold slack has its endpoint at M_fifo_rresp.FIFO[5][25]$_DFF_P_. The data arrival at the endpoint of the critical path is 4.41 ns. The tool flagged a number of max-cap violations equal to 0. The most common flop cell mapped by yosys is sky130_fd_sc_hd__dfxtp_1. The wire length per cell is 31.0 um. The final hold violation count is 0. The cell-mix breakdown from Yosys lists the simple-gate area share as 7.21%. After technology mapping, the gate count stands at 19,500. The number of global-route vias before repair was 155,000. The core box area is 442,000 um2. The overall via count from detail_route is 162,000.

The number of violations reported at the end of detailed-routing iteration 0 is 12,600. The worst path uses 45.2% of the clock period. Looking at the critical path, the highest net fanout was 30. After global routing the overflow that remains totals 0.

The post-DP HPWL is 486 mm. The pin closest to its max-slew limit shows a slew of 1.13 ns. The top-level port count is 181.

The final weighted congestion in routability-driven placement is 0.965. Before any placement, the netlist area is recorded as 222,000 um2. For this run, the final setup violation count is recorded as 0. The sequential share of the synthesized area is 49.4%. The critical path's top delay family is buffers and inverters. TritonCTS built the clock tree. The floorplan step set the die width to 669 um. The beginning of the worst hold path is M_fifo_rresp.FIFO[5][25]$_DFF_P_. The area overhead of the layout relative to synthesis is 12.7%. The synthesis stat section lists a flop and latch total of 5,460. In this run the cell area measured after placement is 231,000 um2.

The final worst-path setup slack is 9.59 ns. The synthesis run shows multiplexers occupying 26.4% of the cell area. The longest individual stage delay on the worst path is 0.59 ns.

Per the synthesis report, the XOR/XNOR share of the synthesized area is 0.154%. The cell area after layout is 250,000 um2. Buffers added to address setup during post-CTS repair amount to 0. The average instance in the mapped netlist occupies 11.4 um2.

For the worst setup path, the data required time is 14.00 ns. The floorplan has 244 rows. Post-synthesis, Yosys gives the total cell area as 222,000 um2. After layout, the setup clock skew is reported as 0.0485 ns. The number of nets with antenna violations after routing is 0. In the hold timing report, the worst path depth is 2. The worst slew slack as a fraction of its limit is 22.7%.

The total CTS buffers is 579.
==> worst reg2reg max path, cell delays in order (launching register included) <==
cell	delay, ns
sky130_fd_sc_hd__edfxtp_1	0.77
sky130_fd_sc_hd__inv_1	0.30
sky130_fd_sc_hd__ha_1	0.48
sky130_fd_sc_hd__nor3_1	0.59
sky130_fd_sc_hd__nor3_1	0.13
sky130_fd_sc_hd__nor4_1	0.62
sky130_fd_sc_hd__o221ai_2	0.38
sky130_fd_sc_hd__or4_2	0.97
sky130_fd_sc_hd__buf_4	0.44
sky130_fd_sc_hd__mux2_2	0.40
sky130_fd_sc_hd__a22o_1	0.21
sky130_fd_sc_hd__nor4b_1	0.80
sky130_fd_sc_hd__nand4_1	0.47
sky130_fd_sc_hd__o31a_1	0.44
==> metrics by stage <==
stage               instances  hold slack (ns)
CTS                     25400            0.444
floorplan               19500            0.410
detailed placement      24400            0.432
finish                  25500            0.444
global placement        24400            0.428
global route            25400            0.461
==> cell usage in the layout, fill, tap and decap left out, drive strengths merged, types with 115 or more instances in the layout <==
cell / instances
mux2: 4906
a31oi: 366
nor3: 217
a22o: 854
buf: 779
nor2b: 124
nand3: 138
a221o: 177
and2: 233
nand4: 196
clkbuf: 873
a221oi: 208
nand2b: 131
clkinv: 115
a21oi: 274
clkdlybuf4s50: 177
o21ai: 183
a22oi: 602
dfxtp: 5408
nand2: 965
nor2: 333
inv: 269
mux2i: 260
nor4: 218
==> final cells by class <==
cell class / count / area, um2
Antenna cell: 41 / 103
Inverter: 258 / 971
Clock inverter: 151 / 1600
Clock buffer: 873 / 17300
Sequential cell: 5460 / 110000
Multi-Input combinational cell: 11800 / 105000
Tap cell: 5904 / 7390
Timing Repair Buffer: 956 / 7640
Fill cell: 37000 / 192000
==> sequential cells by signal, indices dropped and copies added (netlist names), 6 cells and up <==
name and count:
M_fifo_rresp.FIFO 1280, M_fifo_sreq.FIFO 1280, S_fifo_rreq.FIFO 1280, S_fifo_sresp.FIFO 1280
M_fifo_rresp.o_read_packet 40, M_fifo_sreq.o_read_packet 40, S_fifo_rreq.o_read_packet 40, S_fifo_sresp.o_read_packet 40
M_fifo_rresp.FIFOvalid 32, M_fifo_sreq.FIFOvalid 32, S_fifo_rreq.FIFOvalid 32, S_fifo_sresp.FIFOvalid 32
credits_m2s 6, credits_s2m 6
==> how the worst max path moves through the flow <==
stage / startpoint / to / slack [ns] / cells after the start
after CTS: S_fifo_sresp.tail_pointer[0]$_SDFFCE_PP0N_ / o_sc_sresp_fifo_full / 9.58 / 7
after global routing: S_fifo_sresp.tail_pointer[0]$_SDFFCE_PP0N_ / o_sc_sresp_fifo_full / 9.53 / 7
final: S_fifo_sresp.tail_pointer[0]$_SDFFCE_PP0N_ / o_sc_sresp_fifo_full / 9.59 / 7
==> logic make-up (layout without fill, tap and decap cells) <==
logic type | Yosys count | after routing
AND-OR/OR-AND | 3542 | 3542
multiplexers | 5197 | 5197
AND/OR/NAND/NOR | 2988 | 2988
flip-flops | 5460 | 5460
XOR/XNOR | 39 | 39
buffers and inverters | 2159 | 2238
adder cells (fa/ha/maj) | 73 | 73
other | 1 | 43
==> Yosys cell counts (32+ instances only) <==
cell	number	area, um2
sky130_fd_sc_hd__dfxtp_1	5408	108000
sky130_fd_sc_hd__mux2_2	4875	54900
sky130_fd_sc_hd__clkbuf_1	1442	5410
sky130_fd_sc_hd__nand2_1	965	3620
sky130_fd_sc_hd__a22o_1	854	7480
sky130_fd_sc_hd__a22oi_1	602	4520
sky130_fd_sc_hd__a31oi_1	366	2290
sky130_fd_sc_hd__nor2_1	332	1250
sky130_fd_sc_hd__a21oi_1	274	1370
sky130_fd_sc_hd__mux2i_1	260	2600
sky130_fd_sc_hd__buf_2	248	1240
sky130_fd_sc_hd__inv_1	246	923
sky130_fd_sc_hd__and2_1	215	1350
sky130_fd_sc_hd__nor4_1	214	1340
sky130_fd_sc_hd__nor3_1	213	1070
sky130_fd_sc_hd__a221oi_1	208	1820
sky130_fd_sc_hd__nand4_1	196	1230
sky130_fd_sc_hd__buf_1	188	706
sky130_fd_sc_hd__o21ai_0	178	891
sky130_fd_sc_hd__a221o_1	177	1770
sky130_fd_sc_hd__nand3_1	138	691
sky130_fd_sc_hd__nand2b_1	131	820
sky130_fd_sc_hd__nor2b_1	124	776
sky130_fd_sc_hd__o2111ai_1	87	762
sky130_fd_sc_hd__a32oi_1	85	744
sky130_fd_sc_hd__o211a_1	77	771
sky130_fd_sc_hd__a21o_1	75	563
sky130_fd_sc_hd__and3_1	75	469
sky130_fd_sc_hd__ha_1	71	888
sky130_fd_sc_hd__a211oi_1	62	465
sky130_fd_sc_hd__a2111oi_0	55	482
sky130_fd_sc_hd__o211ai_1	53	398
sky130_fd_sc_hd__edfxtp_1	52	1560
sky130_fd_sc_hd__and4b_1	48	480
sky130_fd_sc_hd__and4_1	44	385
sky130_fd_sc_hd__nor4b_1	39	342
sky130_fd_sc_hd__a311oi_1	38	333
sky130_fd_sc_hd__a32o_1	38	380
sky130_fd_sc_hd__a21boi_0	36	270
sky130_fd_sc_hd__or3_1	34	213
sky130_fd_sc_hd__nor4bb_1	32	320
==> routing by layer <==
layer	part of all wire, %	vias up	routed length (um)	GRT usage [%]
met1	42	82300	335000	52.9
met5	0.032	-	253	0.0109
met3	9.2	1662	73100	10.6
met4	4.5	30	35900	12.9
met2	44	6166	346000	53.3
li1	-	71400	-	-
